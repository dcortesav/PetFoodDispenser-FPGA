### run.sh
#!/bin/bash
# OpenROAD 26Q1-2900-gdf79404cd8, Yosys 0.63+post, stock flow scripts
make -C /OpenROAD-flow-scripts/flow DESIGN_CONFIG=/design/flow/config.mk WORK_HOME=/design/flow/orfs finish
### config.mk
export PLATFORM = sky130hd
export DESIGN_NAME = blinky
export DESIGN_NICKNAME = blinky
export VERILOG_FILES = /design/flow/design.v
export SDC_FILE = /design/flow/constraint.sdc
export NUM_CORES = 4
export LEC_CHECK = 1
export CORE_AREA = 10 10 108 108
export DIE_AREA = 0 0 118 118
### constraint.sdc
current_design blinky

set clk_period 4.7
set clk_io_pct 0.2

create_clock -name clk0 -period $clk_period [get_ports {clk}]

set non_clock_inputs [all_inputs -no_clocks]
set_input_delay [expr $clk_period * $clk_io_pct] -clock clk0 $non_clock_inputs
set_output_delay [expr $clk_period * $clk_io_pct] -clock clk0 [all_outputs]
### design.v
module blinky(
	input clk,
	output out
);
reg [27:0] counter;
always @(posedge clk)
  counter <= counter + 1'b1;
assign out = (counter < 28'd134217728);
endmodule
==> Changelog: implementation <==
### Implementation results

* Regs by FF count: counter: 28 flops
* Largest net degree at the start of global routing at 17
* Status: complete, no violations
* CP max stage delay at 450 ps
* Core Density at Floorplan at 11.7%
* Buf/Inv on CP at 2
* Root Driver: clkbuf_8
* Final setup fails at 0
* Yosys Warn Count at 1
* Yosys Chip Area at 0.00108 mm²
* Max FFs per register at 28
* Io pins at 2
* Worst endpoint required time at 3760 ps
* Final Hold Vio Count at 0
* Pwr Total at 0.424 mW
* GRT Overall Usage at 2.25%
* Count of input and output buffers at 1
* Overflow after GRT at 0
* Setup TNS at 0 ps
* Pleak at 0.437 nW
* Placed cell area at 0.00125 mm²
* Setup Crit Path Kind: flop to output pin
* Routed wire length at 1510 µm
* Reg-to-reg startpoint: counter[2]$_DFF_P_
* Vias per inst at 2.88
* CTS Buf Count at 3
* Critical Path Start Type: flop
* Worst path top cell family by delay: buffers and inverters
* Clk_skew at 4.42 ps
* Share of layout cells above drive strength 1 at 8.57%
* Antenna viol nets, final at 0
* Via count at 674
* Hold Buf Count CTS at 0
* Remaining DRCs at 0
* Drt first pass iters at 3
* Reg2Reg Capture Point: counter[27]$_DFF_P_
* Ys cells at 100
* Finished Layout Cells at 234
* Setup ws final at 2660 ps
* Area Growth Syn to Fin at 22.4%
* OpenROAD warning count at 25
* Worst Tran Pin Value at 478 ps
* Synth Seq Share at 51.8%
* Final worst path period need at 2040 ps
* Antenna cell count at 0
* Post-DP HPWL at 1070 µm
* First-pass GRT wire length at 2770 µm
* Postcts setup bufs at 0
* Worst-path clk slew at 90 ps
* Design Area, Final at 0.00133 mm²
* Dpl ws at 2960 ps
* Clk latency late pin at 270 ps
* H-tree levels at 1
* Post-DR wirelength/cell at 6.44 µm
* GPL Wtd Cong at 0.750
* Dpl cells at 230
* Max_cap viols at 0
* Max-slew headroom at 68.0%
* Fin Hold WS at 404 ps
* Hold Path Sink: counter[0]$_DFF_P_
* Final worst-path cycle share at 43.3%
* Post-Syn Instances at 100
* Worst hold-check path type: flop to flop
* Slew Viols, Final at 0
* Hold path cells at 1
* Height of the die at 118 µm
* Post-Syn Area per Cell at 10.8 µm²
* Crit-path slowest cell: clkdlybuf4s50_1
* Vias in the first global route at 655
* R2R depth at 4
* Die width at 118 µm
* Peak Freq at 491 MHz
* Registers, synthesis at 28
* PwrDens at 320 mW/mm²
* Crit path cell chain: inv_1, clkdlybuf4s50_1
* Initial antenna violation count at 0
* Core ar. at 0.00928 mm²
* Clock tree buffer depth at 2
* Post_cts resized at 0
* RSZ-0062 raised after global routing: false
* Netlist cell types at 18
* WP data arrival at 1100 ps
* Critical Path Fanout Max at 2
* Reg2Reg Setup Slack at 3150 ps
* Kind of end point of the critical path: output pin
* CTS tree: built
* Die area at 0.0139 mm²
* Post-Synthesis Cell Area at 0.00108 mm²
* First DRT Iteration DRCs at 16
* # rows at 35
* Hold_sp: counter[0]$_DFF_P_
* Most flops, register: counter
* Clock sink count at 28
* # fillers at 1072
* Final core utilization at 14.3%
* Max IR drop VDD at 0.138 mV
## how the worst max path moves through the flow
stage,startpoint,endpoint,slack (ps),depth (start not counted)
4_1_cts,counter[27]$_DFF_P_,out,2640,2
6_report,counter[27]$_DFF_P_,out,2660,2
5_1_grt,counter[27]$_DFF_P_,out,2590,2
## worst reg2reg max path, delay by kind of cell, from the launching register on
kind	cells	cell delay, ps
xor+xnor	1	150
flops	1	390
simple gates	3	910
## synth_stat cells
cell type / number / area share, %
nor4_1: 1 / 0.58
nor2_1: 4 / 1.4
dfxtp_1: 28 / 52
xnor2_1: 19 / 15
nand2_1: 9 / 3.1
nand3_1: 12 / 5.5
and2_1: 1 / 0.58
nor3_4: 1 / 1.5
nand4_2: 1 / 1.2
nand4_1: 5 / 2.9
xor2_1: 7 / 5.7
nor4_4: 1 / 2.0
and3_1: 5 / 2.9
and4_1: 1 / 0.81
ha_1: 1 / 1.2
nand4_4: 1 / 2.0
nor3_2: 1 / 0.92
inv_1: 2 / 0.69
## power breakdown
part,internal [mW],switching [mW]
Clock,0.114,0.0727
Combinational,0,0
Sequential,0.237,0
## cells in the final DEF (no fill, tap or decap)
cell type,count
ha_1,1
nor3_4,1
inv_1,2
xor2_1,7
dfxtp_1,28
and2_1,1
nor2_1,4
nand4_2,1
nor4_4,1
clkbuf_8,3
and4_1,1
and3_1,5
nand4_1,5
nor4_1,1
nor3_2,1
xnor2_1,19
bufinv_16,1
nand4_4,1
clkdlybuf4s50_1,1
nand2_1,9
nand3_1,12
## metal layers
| layer | global-route usage (%) | part of all wire [%] |
|---|---|---|
| met3 | 1.17 | 5.8 |
| met1 | 3.02 | 55 |
| met2 | 3.32 | 39 |
| met5 | 0 | 0 |
| met4 | 0.0773 | 0 |
## cell families (layout without fill, tap and decap cells)
family | after synthesis | in the layout | share of synthesized area [%]
adder cells (fa/ha/maj) | 1 | 1 | 1.16
buffers and inverters | 2 | 7 | 0.694
flip-flops | 28 | 28 | 51.8
AND/OR/NAND/NOR | 43 | 43 | 25.3
XOR/XNOR | 26 | 26 | 21.0
## layout make-up
class	instances	area, µm²	share of cell area, %
Tap cell	129	161	12.2
Inverter	2	7.51	0.567
Sequential cell	28	561	42.3
Timing Repair Buffer	1	10.0	0.755
Clock buffer	3	41.3	3.12
Clock inverter	1	30.0	2.27
Multi-Input combinational cell	70	514	38.8
No activity file was given, so power comes from the tool's default toggle rates.
