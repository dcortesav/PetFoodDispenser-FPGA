--- ./run.sh ---
#!/bin/bash
# OpenROAD 26Q1-2900-gdf79404cd8, Yosys 0.63+post, stock flow scripts
make -C /OpenROAD-flow-scripts/flow DESIGN_CONFIG=/design/flow/config.mk WORK_HOME=/design/flow/orfs finish
--- ./config.mk ---
export PLATFORM = sky130hd
export DESIGN_NAME = Dispensador
export DESIGN_NICKNAME = Dispensador
export VERILOG_FILES = /design/flow/design.v
export SDC_FILE = /design/flow/constraint.sdc
export NUM_CORES = 4
export LEC_CHECK = 1
export CORE_UTILIZATION = 30
--- ./constraint.sdc ---
current_design Dispensador

set clk_period 3.3
set clk_io_pct 0.2

create_clock -name clk0 -period $clk_period [get_ports {clk}]

set non_clock_inputs [all_inputs -no_clocks]
set_input_delay [expr $clk_period * $clk_io_pct] -clock clk0 $non_clock_inputs
set_output_delay [expr $clk_period * $clk_io_pct] -clock clk0 [all_outputs]
--- ./design.v ---
module Dispensador(clk,reset,sensor,modo,ti,visual,leds,arduino);
	input clk,reset,sensor;
	input [1:0]ti;
	input modo;
	output[6:0]visual;
	output [12:0]leds;
	output [7:0]arduino;
	wire [15:0]num,limite,dv;
	wire [7:0]minutos;
	wire [3:0]number_1=dv[3:0],number_2=dv[7:4],number_3=dv[11:8],number_4=dv[15:12],SMux,SDiv;
	wire[1:0]control;
	wire activar,enableT2,tick2,up2;
	reg [3:0]out;
		memoria mem (.clk(clk),.btn_state(ti[1]),.btn_number(ti[0]),.enable(activar),.limite(minutos));
	assign limite[15:8]=minutos;
	assign limite[7:0]=8'b00000000;
	and(Is,activar,modo);
	and(enable,Is,control[0]);
	or(rs,~reset,control[1],~activar);
		Temporizador temp(.clk(clk),.reset(rs),.init(enable),.limite(minutos),.numero(num));
		mooreMachine cerebro(.clk(clk),.sensor(~sensor),.modo(activar),.reset(~reset),.cont(num),.outs(control));
		muxD muxDato (.SE(activar), .limite(limite), .num(num),.out(dv));
		timer #(500) timer2 (.clk(clk), .reset(~reset), .enable(enableT2), .tick(tick2));
		counterM #(3) divisorF (.clk(clk), .reset(~reset), .enable((tick2)), .done(up2), .binary_number(SDiv));
		mux mux (.SE(SDiv), .sunits(number_1), .stens(number_2), .munits(number_3), .mtens(number_4), .out(SMux));
		decoder_BCD decoder (.A(SMux), .S(visual));
	always@(*)
	begin
		if (~reset)
				out=4'b0000;
		else
			begin
				if (SDiv==4'b0000)
					out=4'b1110;
				else if (SDiv==4'b0001)
					out=4'b1101;
				else if (SDiv==4'b0010)
					out=4'b1011;
				else
					out=4'b0111;	
			end
	end
	assign enableT2 = 1'b1;
	assign leds[3:0]=out;
	assign leds[4]=~activar;
	assign leds [12:9]=~dv[15:12];
	assign leds [8:5]=~dv[11:8];
	assign arduino= dv[15:8];
endmodule
module Temporizador (
	input clk,
	input reset,
	input init,
	input [7:0]limite,
	output [15:0]numero
);
wire tick, done,done2,done3,ds,um,dm,up;
and(ds, tick, done);
and(um, ds, done2);
and(dm, um, done3);
wire [3:0] number_1, number_2,number_3, number_4;
timer #(1) timer (.clk(clk), .reset(reset), .enable(init), .tick(tick));
counters #(9) counter_1 (.clk(clk), .reset(reset), .enable(tick), .done(done), .binary_number(number_1));
counters #(5) counter_2 (.clk(clk), .reset(reset), .enable((ds)), .done(done2), .binary_number(number_2));
counter #(9) counter_3 (.clk(clk), .reset(reset), .enable((um)),.inicio(limite[3:0]), .done(done3), .binary_number(number_3));
counter #(9) counter_4 (.clk(clk), .reset(reset), .enable((dm)),.inicio(limite[7:4]), .done(up), .binary_number(number_4));
assign numero[3:0]=number_1;
assign numero[7:4]=number_2;
assign numero[11:8]=number_3;
assign numero[15:12]=number_4;
endmodule
module counter #(parameter max = 4'b1001) (
input clk,
input reset,
input enable,
input [3:0]inicio,
output reg done,
output [3:0] binary_number
);
reg [3:0] D, Q, counter=4'b0;
always @(posedge clk)
begin
	if(reset)
		begin
			Q <= inicio;
		end
	else
		Q <= D;
end
always @(posedge clk)
begin
	if(reset)
		begin
			counter <= 4'b0;
		end
	else 
    begin
			if(counter<=inicio)
				begin
					if(enable)
							begin
								if((inicio-counter)>0)
									counter <= counter + 1;
								else
									counter <=max;
							end
					else
						counter <= counter;
				end 
			else 
				begin
					if(enable)
							begin
								if(counter>0)
									counter <= counter - 1;
							end
					else
						counter <= counter;
				end 
    end 
end
always @(*)
begin
	done = (D == 0);
	if (counter<=inicio)
		D = (inicio-counter);
	else
		D=counter;
end
assign binary_number = Q;
endmodule
module counterM #(parameter max = 9) (
input clk,
input reset,
input enable,
output reg done,
output [3:0] binary_number
);
reg [3:0] D, Q, counter=0;
always @(posedge clk)
begin
	if(reset)
		Q <= 4'b0;
	else
		Q <= D;
end
always @(posedge clk)
begin
	if(reset)
		counter <= 4'b0;
	else 
		begin
			if(enable)
					begin
						if(counter<max)
							counter <= counter + 1;
						else
							counter <= 4'b0;
					end
			else
				counter <= counter;
		end 
end
always @(*)
begin
	D = counter;
	done = (counter == 0);
end
assign binary_number = Q;
endmodule
module counterNumber (
	input clk,
	input reset,
	input count,
	output [3:0] number
);
reg count_prev, reset_prev = 1;
reg [3:0] Q, counter = 2'b0;
wire [3:0] D;
always @(posedge clk)
begin
	Q <= D;
end
always @(posedge clk)
begin
	if(~reset & reset_prev)
		counter <= 4'b0;
	else if(~count & count_prev)
	begin
		if(counter < 4'd9)
			counter <= counter + 4'd1;
		else
			counter <= 4'b0;
	end
	count_prev <= count;
	reset_prev <= reset;
end
assign D = counter;
assign number = Q;
endmodule
module counterState (
	input clk,
	input count,
	output [1:0] control
);
reg count_prev = 1;
reg [1:0] Q, counter = 2'b0;
wire [1:0] D;
always @(posedge clk)
begin
	Q <= D;
end
always @(posedge clk)
begin
	if(~count & count_prev)
	begin
		if(counter < 2'd2)
			counter <= counter + 2'd1;
		else
			counter <= 2'b0;
	end
	count_prev <= count;
end
assign D = counter;
assign control = Q;
endmodule
module counters #(parameter max = 9) (
input clk,
input reset,
input enable,
output reg done,
output [3:0] binary_number
);
reg [3:0] D, Q, counter=0;
always @(posedge clk)
begin
	if(reset)
		Q <= 4'b0;
	else
		Q <= D;
end
always @(posedge clk)
begin
	if(reset)
		counter <= 4'b0;
	else 
		begin
			if(enable)
					begin
						if(counter>0)
							counter <= counter - 1;
						else
							counter <= max;
					end
			else
				counter <= counter;
		end 
end
always @(*)
begin
	D = counter;
	done = (counter == 0);
end
assign binary_number = Q;
endmodule
module decoder_BCD (
	input [3:0] A,
	output reg [6:0] S
);
always @(*)
begin
	case(A)
		4'h0: S [6:0] = 7'b0000001;
		4'h1: S [6:0] = 7'b1001111;
		4'h2: S [6:0] = 7'b0010010;
		4'h3: S [6:0] = 7'b0000110;
		4'h4: S [6:0] = 7'b1001100;
		4'h5: S [6:0] = 7'b0100100;
		4'h6: S [6:0] = 7'b0100000;
		4'h7: S [6:0] = 7'b0001111;
		4'h8: S [6:0] = 7'b0000000;
		4'h9: S [6:0] = 7'b0001100;
		default S = 7'b1111111;
	endcase
end
endmodule
module memoria (
	input clk,
	input btn_state,
	input btn_number,
	output enable,
	output [7:0]limite
);
wire [1:0] control;
wire [3:0] number;
counterState counter_st (.clk(clk), .count(btn_state), .control(control));
counterNumber counter_nb (.clk(clk), .reset(btn_state), .count(btn_number), .number(number));
regEN #(2'b0) regUnits (.clk(clk), .enable(control), .number(number), .regOut(limite[3:0]));
regEN #(2'b1) regDecades (.clk(clk), .enable(control), .number(number), .regOut(limite[7:4]));
assign enable = (control == 2'd2);
endmodule
module mooreMachine (
	input clk,sensor,modo,reset,
	input [15:0]cont,
	output reg[1:0]outs
);
reg [2:0] ps, ns;
localparam [2:0] ZERO = 3'b000, ONE= 3'b001, TWO= 3'b010, THREE=3'B011;
always @(posedge clk)
begin
	if(reset & modo)
		ps <= ZERO;
	else
		ps <= ns;
end
always @(*)
if (modo)
	begin
		case(ps)
			ZERO: 
			begin
				outs=2'b01;
				if(cont==16'b0)
					ns = ONE;
				else
					ns = ZERO;
			end
			ONE:
			begin
				outs=2'b01;
				if(cont==16'b0)
					ns = TWO;
				else
					ns = ONE;
			end
			TWO:
			begin
				outs=2'b00;
				if(sensor)
					ns =THREE;
				else
					ns = TWO;
			end
			THREE:
			begin
				outs=2'b10;
				if(cont>15'b0)
					ns =ZERO;
				else
					ns = THREE;
			end
			default:
			begin
				ns = ZERO;
			end
		endcase
	end 
endmodule
module mux (
	input [3:0]SE,
	input [3:0] sunits,
	input [3:0] stens,
	input [3:0] munits,
	input [3:0] mtens,
	output reg [3:0] out
);
always @(*)
begin
	if(SE==4'b0000)
		out = sunits;
	else if(SE==4'b0001)
		out = stens;
	else if(SE==4'b0010)
		out = munits;
	else if (SE==4'b0011)
		out = mtens;
	else 
		out=4'b0000;
end
endmodule
module muxD (
	input SE,
	input [15:0] limite,
	input [15:0] num,
	output reg [15:0] out
);
always @(*)
begin
	if(SE)
		out = num;
	else 
		out=limite;
end
endmodule
module regEN #(parameter condition = 2'd0) (
	input clk,
	input [1:0] enable,
	input [3:0] number,
	output [3:0] regOut
);
reg [3:0] Q = 0;
wire [3:0] D;
always @(posedge clk)
begin
	if(enable == condition)
		Q <= D;
	else
		Q <= Q;
end
assign D = number;
assign regOut =Q;
endmodule
module timer #(parameter count = 25'd50000000) (
	input clk,
	input enable,
	input reset,
	output tick
);
reg D, Q;  
reg [25:0] counter = 0;
always @(posedge clk)
begin
	if(reset)
		Q <= 1'b0;
	else
		Q <= D;
end
always @(posedge clk)
begin
	if(enable)
		if (counter < (count - 1))
			counter <= counter + 1;
		else
			counter <= 25'b0;
	else
		counter <= counter;
end
always @(*)
	D = (counter == (count - 1));
assign tick = Q;
endmodule
==> results.txt <==
Status on the layout run. Largest net degree at the start of global routing landed at 19. Number of register pins that no clock reaches landed at 3. Maximum buffer depth of the clock tree landed at 2. STA classifies the critical path startpoint as a register. The cell sitting at the root of the clock tree is a sky130_fd_sc_hd__clkbuf_16. 34 I/O pins were placed. In the global route stage, overall resource usage came out at 12.1%. The die is 122 µm wide. Relative to the synthesized area, the layout overhead comes to 25.2%. DRC marker count from the first detailed-route iteration landed at 155.

Setup repair after global routing could not meet its margin everywhere. The H-tree was split into 3 levels. Fill cells in the final layout number 1,306. Total power draw landed at 2.42 mW. Die footprint landed at 14,800 µm². The buffer_ports step reported a buffer count of 32.

Initial antenna violation count landed at 0. The signal on the critical path passes through nor2b_4, mux2i_2, mux2i_1, a32oi_1, inv_1, ha_4, mux2_2, a21oi_2, clkdlybuf4s50_1. Worst slew margin relative to its limit landed at 58.3%. Power per standard cell area landed at 450 nW/µm². The leakage component of the power was reported as 2.16 nW.

The first global-routing pass estimated 14,100 µm of wire. Hold buffer count at CTS landed at 0. Number of unconstrained endpoints landed at 3. The worst setup path is captured at a primary output. At the placement stage, the worst setup path has a slack of 0.151 ns.

Number of max-cap violations landed at 0. The worst hold path belongs to the class register to register. The OpenROAD report gives the critical path a required time of 2.64 ns. Hold timing on the final database bottoms out at a slack of 0.386 ns.

After floorplanning, the core was sized to cover 13,900 µm². The stat command in Yosys gives a chip area of 4290 µm². Count of antenna diodes in the layout landed at 0.

The layout report lists the multi-input gate area as 2260 µm². Area taken by flip-flops and latches landed at 1990 µm². The number of global-route vias before repair was 3,047. Derived from the worst setup path, the maximum achievable clock frequency is 0.306 GHz. Per the post-synthesis stats, the area per cell is 9.48 µm².

The setup path with the least slack is of type register to primary output. The top cell type in the final layout, fill and taps aside, is sky130_fd_sc_hd__dfxtp_1. The clock period could shrink to 3.27 ns. Final non-filler cell area landed at 5370 µm². The transition time recorded at the tightest slew-check pin is 0.621 ns. As reported, the later end of the worst-skew pair has a clock insertion delay of 0.33 ns.

In this design, the stage delay of the slowest critical-path cell is 0.46 ns. Number of detailed-route iterations in the first pass landed at 4. Routed length per placed instance landed at 11.8 µm. The die is 122 µm tall. Max-slew violation count landed at 0. Post-synth the commonest register cell is sky130_fd_sc_hd__dfxtp_1. Yosys printed 19 warnings. In the layout the commonest cells are 81 x sky130_fd_sc_hd__dfxtp_1, 42 x sky130_fd_sc_hd__nor2_1, 33 x sky130_fd_sc_hd__nand2_1, 30 x sky130_fd_sc_hd__clkdlybuf4s50_1, 29 x sky130_fd_sc_hd__inv_1.

In the Yosys stats the netlist draws on 66 distinct library cells. Effective utilization at floorplan landed at 30.8%. Looking at the critical path, the single cell with the biggest stage delay is sky130_fd_sc_hd__clkdlybuf4s50_1.

Overall via count from detail_route landed at 3,258. Final hold violation count landed at 0. In the final layout, the share of cells above drive strength 1 is 10.5%.

Final tally of setup violations landed at 0. Clock skew on the completed layout was measured at 0.00654 ns. Post-route period utilization is reported as 99.0%. In this run the worst path has a maximum fanout of 3. TritonCTS built the clock tree. Fraction of registers with async set/reset landed at 0%. Per the detail_route report, vias per standard cell equal 4.63. Summed over all layers, the routed wires come to 8300 µm.

Nets still carrying antenna violations after routing amount to 0. The finished layout reports a core utilization of 38.6%. Number of instances in the synthesized netlist landed at 453. The flow ran to the end, and the final reports show no timing, DRC or antenna violations.

Placer congestion estimate landed at 0.885. Detailed-route DRC error count landed at 0. The highest supply drop recorded on VDD is 0.209 mV.

Register bit total from synthesis landed at 95. The mapped netlist covers 4290 µm². Half-perimeter wire length of the detailed placement result landed at 6220 µm. The total overflow left after global routing is 0. TritonCTS created 9 clock buffers. Summing all placed instances gives a cell area of 4960 µm². Smallest setup slack after layout landed at 0.0323 ns.

Number of warnings in the stage logs landed at 37. Row generation in the floorplan step produced 43 rows. The synthesized design contains 10 enable-type register cells. On the worst setup and hold paths after CTS, the clock-pin slew comes to 0.06 ns. The OpenROAD report gives the critical path a data arrival time of 2.61 ns.

The number of cells reported by Yosys stat comes to 453.
[per-stage QoR]
step                TNS (ns)  cells
detailed placement         0    685
CTS                        0    703
floorplan                  0    469
global route          -0.427    704
global placement           0    685
finish                     0    704
[critical path: cells and delay by family (launching register included)]
kind	cells	cell delay (ns)
flops	1	0.33
buf+inv	2	0.58
simple gates	1	0.22
mux	3	0.64
fa+ha+maj	1	0.16
compound gates	2	0.33
[state kept, by name, summed over array words and instances (netlist names), 2 cells and up]
signal / cells
divisorF.Q: 4
mem.regUnits.Q: 4
mem.counter_nb.counter: 4
temp.counter_4.Q: 4
mem.counter_st.Q: 2
temp.counter_1.Q: 4
cerebro.ns: 2
timer2.counter: 26
temp.counter_2.counter: 4
temp.counter_3.counter: 4
temp.counter_2.Q: 4
mem.counter_nb.Q: 4
temp.counter_4.counter: 4
divisorF.counter: 4
mem.regDecades.Q: 4
mem.counter_st.counter: 2
temp.counter_1.counter: 4
temp.counter_3.Q: 4
cerebro.ps: 2
[cells in the mapped netlist (9+ instances only)]
cell,n,share of area [%]
sky130_fd_sc_hd__dfxtp_1,82,38
sky130_fd_sc_hd__nor2_1,42,3.7
sky130_fd_sc_hd__nand2_1,34,3.0
sky130_fd_sc_hd__inv_1,29,2.5
sky130_fd_sc_hd__ha_1,24,7.0
sky130_fd_sc_hd__a21oi_1,23,2.7
sky130_fd_sc_hd__and2_1,18,2.6
sky130_fd_sc_hd__mux2i_1,14,3.3
sky130_fd_sc_hd__o21ai_0,13,1.5
sky130_fd_sc_hd__nand3_1,12,1.4
sky130_fd_sc_hd__edfxtp_1,10,7.0
sky130_fd_sc_hd__nor4_1,10,1.5
sky130_fd_sc_hd__clkbuf_1,9,0.79
sky130_fd_sc_hd__xor2_1,9,1.8
[power breakdown]
part           switching, mW  internal [mW]
Sequential            0.0329           1.18
Combinational         0.0949          0.101
Clock                  0.423          0.588
Total                  0.551           1.87
[final cells by class]
class	count	share of cell area [%]
clock inverter	4	0.698
tap	180	4.19
timing repair buffer	51	8.78
inverter	31	2.21
sequential	95	37.0
clock buffer	12	4.98
multi-input combinational	331	42.1
[per-layer routing]
layer	up-vias	GRT usage (%)	wire length (µm)
li1	1705	-	-
met1	1491	18.9	4380
met2	54	17.7	3440
met3	8	2.86	400
met4	0	1.47	78
met5	-	0	0
[cell families (layout without fill, tap and decap cells)]
| logic type | after synthesis | count (layout) | share of synthesized area, % |
|---|---|---|---|
| other cells | 1 | 17 | 0.0874 |
| flops | 92 | 92 | 45.2 |
| mux | 17 | 17 | 4.58 |
| buf+inv | 43 | 98 | 3.96 |
| fa+ha+maj | 26 | 26 | 7.93 |
| simple gates | 172 | 172 | 21.1 |
| xor+xnor | 16 | 16 | 3.26 |
| latches | 3 | 3 | 1.05 |
| compound gates | 83 | 83 | 12.8 |
[path summary, 6_finish.rpt]
check	start	end	slack [ns]	depth (start not counted)
hold reg to reg	mem.counter_nb.counter[3]	mem.counter_nb.Q[3]	0.39	0
hold / removal	mem.counter_nb.counter[3]	mem.counter_nb.Q[3]	0.39	0
setup / recovery	mem.counter_st.Q[1]	visual[2]	0.03	9
setup reg to reg	mem.regUnits.Q[0]	temp.counter_3.counter[3]	0.48	9
[timing repair]
| action | 4_1_cts | 5_1_grt |
|---|---|---|
| pin swaps | 1 | 2 |
| endpoints found under the setup margin | 7 | 6 |
| resized | 9 | 9 |
| buffers inserted | 2 | 1 |
Power figures rest on the tool's default switching activity, not on a simulated workload.
